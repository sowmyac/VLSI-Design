## config.mk

```make
export PLATFORM = sky130hd
export DESIGN_NAME = alu_vr
export DESIGN_NICKNAME = alu_vr
export VERILOG_FILES = /design/flow/design.v
export SDC_FILE = /design/flow/constraint.sdc
export NUM_CORES = 4
export LEC_CHECK = 1
export CORE_UTILIZATION = 40
```

## constraint.sdc

```tcl
current_design alu_vr

set clk_period 15.5
set clk_io_pct 0.2

create_clock -name clk0 -period $clk_period [get_ports {clk}]

set non_clock_inputs [all_inputs -no_clocks]
set_input_delay [expr $clk_period * $clk_io_pct] -clock clk0 $non_clock_inputs
set_output_delay [expr $clk_period * $clk_io_pct] -clock clk0 [all_outputs]
```

## design.v

```verilog
`timescale 1ns / 1ps
module alu_vr (a,b,c,s,clk,d,e);
input [15:0] a, b, c;
input [3:0]s;
input clk;
output [15:0]d;
output [31:0]e;
reg [15:0]d;
reg [31:0]e;
always@(posedge clk)
begin
	case(s)
		4'b0000:           d=a&b;                  
		4'b0001:           d=a|b;                   
		4'b0010:           d=~(a|b);                  
		4'b0011:           d=(((~a)&b)|((~b)&a));     
		4'b0100:           d=~(((~a)&b)|((~b)&a));    
		4'b0101:           d=~(a&b);                  
		4'b0110:           d=~a;                   
		4'b0111:           d=a+b;                       
		4'b1000:           d=a-b;                      
		4'b1001:           d=a+1;                 
		4'b1010:           d=b-1;                   
		4'b1011:           d=a;                  
		4'b1100:           e=(((~(a&b))&c)|((~c)&(a&b)))*c;               
		4'b1101:           e=((a&b)*(a|b));                
		4'b1110:           e=a*b;                  
		4'b1111:           e=((~a)&b)*(a&(~b));                   
	endcase
end
endmodule
```

## run.sh

```bash
#!/bin/bash
# OpenROAD 26Q1-2900-gdf79404cd8, Yosys 0.63+post, stock flow scripts
make -C /OpenROAD-flow-scripts/flow DESIGN_CONFIG=/design/flow/config.mk WORK_HOME=/design/flow/orfs finish
```

==> reports/results.ini <==
[routing]
viasPerCell=5.26
ant_nets=0
antenna-diode-count=0
totalWireLength_um=131000
drc=0
drt_pass1_iterations=7
drt_iter0_drc=1906
wl_per_cell_um=21.1
vias=32608

[setup_path]
crit_path_frequent_cell=fa_1
cp-end-kind=register
crit_path_top_delay_cell=ha_1
path_class=in2reg
cp.arrival_ps=12000
crit_fanout=18
cp-start-kind=input pin
crit_path_max_incr_delay_ps=740
required_ps=15550

[grt]
overflow=0
grt_pass1_wl_um=204000
grt_max_degree=45
grt_pass1_vias=34259
grt_usage_pct=26.8
antenna_found_initial=3

[synthesis]
synth_top_area_share_pct=37.4
asyncSetResetFlopFracSynth_pct=0
synth_seq_share_pct=3.46
syn_area_um2=41600
synth-seq-cells=48
yosys-top-cells-count=991 x inv_1, 777 x fa_1, 600 x ha_1
syn-instance-count=4800
ff_type=edfxtp_1
synth.distinct_cells=81
largest_area_cell=fa_1
yosys_cells=4800
edf_count=48
ys_chip_area_um2=41600
most_common_cell=inv_1
syn_area_per_cell_um2=8.67
yosys_warnings=1
topCellsByArea=fa_1 37%, ha_1 18%, inv_1 8.9%

[clock_tree]
clockRootBuffer=clkbuf_16
clockBufferDepth=2
htree_num_levels=2
ctsHoldBuffers=0
cts.clk_slew.worst_paths_ps=90
cts_tree=done
clock_sinks=48
cts-resized-gates=0
cts_buffers=5
post_cts_buffers=0

[sta]
setup_slack_ps=3560
finalHoldViolCount=0
slew_headroom_pct=34.0
finalCritPeriodShare_pct=77.1
fmax_mhz=83.7
min_period_ps=11940
final-setup-viol-count=0
tightest_slew_ps=990
fin_tns_setup_ps=0
slew_violations=0
rsz0062_at_grt=false

[floorplanning]
die-area_um2=105000
fp-utilization_pct=40.6
dieWidth_um=325
die_h_um=325
rows=117
pin_count=101
core_um2=102000

[placement]
placedInstanceArea_um2=44400
place_congestion=0.982
io_buffers=100
dp_cells=6188
dp_hpwl_um=104000
place_worst_setup_slack_ps=3240

[min_path]
worstHoldPathType=in2reg

[job]
maxCapViolations=0
warnings=76

[final_layout]
area_growth_pct=7.23
final_util_pct=43.6
design_area_um2=44600
n_fill_cell=10010
drive_gt1_share_pct=3.04
fin_cells=6196

[status]
status=finished clean

## cell families after synthesis
logic type / count (synthesis) / synth area share, %
multiplexers: 17 / 0.412
AND/OR/NAND/NOR: 1421 / 17.5
XOR/XNOR: 151 / 3.20
flip-flops: 48 / 3.46
AND-OR/OR-AND: 587 / 9.23
buffers and inverters: 1199 / 10.8
adder cells (fa/ha/maj): 1377 / 55.4
## layout by cell type (no fill, tap or decap), types with 112 or more instances in the layout
cell	instances
a21oi_1	148
and2_1	188
buf_4	112
fa_1	777
ha_1	600
inv_1	991
nand2_1	333
nand2b_1	344
nor2_1	306
o21ai_0	112
## cell type report
class / instances / area, um2 / area share, %
Timing Repair Buffer: 212 / 1830 / 4.10
Clock inverter: 3 / 68.8 / 0.154
Tap cell: 1368 / 1710 / 3.83
Inverter: 1007 / 3780 / 8.47
Sequential cell: 48 / 1440 / 3.23
Clock buffer: 5 / 125 / 0.280
Multi-Input combinational cell: 3553 / 35700 / 79.9
## stage by stage
step           hold WS (ps)
2_1_floorplan          3370
3_3_place_gp           3840
3_5_place_dp           3840
4_1_cts                3610
5_1_grt                3690
6_report               3660
## per-layer routing
layer / global-route usage (%) / vias up / part of all wire [%]
met5: 0.317 / - / 0
met4: 5.80 / 0 / 2.8
met3: 11.1 / 206 / 11
met2: 39.7 / 1513 / 44
met1: 38.2 / 15895 / 42
li1: - / 14994 / -
## worst paths after layout
path              start     to  slack (ps)  cells past startpoint
setup / recovery  b[15]  e[30]        3560                     25
hold / removal     s[1]   d[5]        3660                      3
## critical path: cells and delay by family
| family | cells | cell delay, ps |
|---|---|---|
| adder cells (fa/ha/maj) | 9 | 4700 |
| buffers and inverters | 6 | 1590 |
| AND-OR/OR-AND | 4 | 1300 |
| AND/OR/NAND/NOR | 5 | 1090 |
| XOR/XNOR | 1 | 180 |
## sequential cells by signal, indices dropped and copies added, names as in the netlist
register,flops
e,32
d,16
